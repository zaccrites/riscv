==> design.v <==
module alu(
    input [2:0] i_AluOp,
    input i_AluOpAlt,
    input [31:0] i_Source1,
    input [31:0] i_Source2,
    output o_Zero,
    output o_LessThan,
    output o_LessThanUnsigned,
    output [31:0] o_Output
);
    logic w_Subtract;
    logic [31:0] w_AdditionSource2;
    logic w_RightShiftDataIn;
    logic [31:0] w_RightShiftStages [4:0];
    logic [31:0] w_LeftShiftStages  [4:0];
    logic [32:0] w_Result;
    logic w_ResultSignedOverflow;
    logic w_ResultUnsignedOverflow;
    logic w_ResultSign;
    logic w_Zero;
    logic w_LessThan;
    logic w_LessThanUnsigned;
    logic [31:0] w_Output;
    always_comb begin
        w_Subtract = (i_AluOp == 3'b000 && i_AluOpAlt) || i_AluOp == 3'b010 || i_AluOp == 3'b011;
        w_AdditionSource2 = w_Subtract ? (( ~ i_Source2) + 1) : i_Source2;
        w_LeftShiftStages[0] = i_Source2[0] ? {i_Source1[30:0], 1'b0} : i_Source1;
        w_LeftShiftStages[1] = i_Source2[1] ? {w_LeftShiftStages[0][29:0], 2'b0} : w_LeftShiftStages[0];
        w_LeftShiftStages[2] = i_Source2[2] ? {w_LeftShiftStages[1][27:0], 4'b0} : w_LeftShiftStages[1];
        w_LeftShiftStages[3] = i_Source2[3] ? {w_LeftShiftStages[2][23:0], 8'b0} : w_LeftShiftStages[2];
        w_LeftShiftStages[4] = i_Source2[4] ? {w_LeftShiftStages[3][15:0], 16'b0} : w_LeftShiftStages[3];
        w_RightShiftDataIn = i_AluOpAlt ? i_Source1[31] : 1'b0;
        w_RightShiftStages[0] = i_Source2[0] ? {{1{w_RightShiftDataIn}}, i_Source1[31:1]} : i_Source1;
        w_RightShiftStages[1] = i_Source2[1] ? {{2{w_RightShiftDataIn}}, w_RightShiftStages[0][31:2]} : w_RightShiftStages[0];
        w_RightShiftStages[2] = i_Source2[2] ? {{4{w_RightShiftDataIn}}, w_RightShiftStages[1][31:4]} : w_RightShiftStages[1];
        w_RightShiftStages[3] = i_Source2[3] ? {{8{w_RightShiftDataIn}}, w_RightShiftStages[2][31:8]} : w_RightShiftStages[2];
        w_RightShiftStages[4] = i_Source2[4] ? {{16{w_RightShiftDataIn}}, w_RightShiftStages[3][31:16]} : w_RightShiftStages[3];
        case (i_AluOp)
            3'b000,
            3'b010,
            3'b011  : w_Result = i_Source1 + w_AdditionSource2;
            3'b111   : w_Result = {1'b0, i_Source1 & i_Source2};
            3'b110    : w_Result = {1'b0, i_Source1 | i_Source2};
            3'b100   : w_Result = {1'b0, i_Source1 ^ i_Source2};
            3'b001   : w_Result = {1'b0, w_LeftShiftStages[4]};
            3'b101   : w_Result = {1'b0, w_RightShiftStages[4]};
        endcase
        w_ResultSign = w_Result[31];
        w_ResultUnsignedOverflow = w_Result[32];
        if (w_Subtract) begin
            w_ResultSignedOverflow = (i_Source1[31] != i_Source2[31]) && (i_Source2[31] == w_ResultSign);
        end
        else begin
            w_ResultSignedOverflow = (i_Source1[31] == i_Source2[31]) && (i_Source2[31] != w_ResultSign);
        end
        w_LessThanUnsigned = ~ w_ResultUnsignedOverflow;
        w_LessThan = w_ResultSignedOverflow ^ w_ResultSign;
        case (i_AluOp)
            3'b010  : w_Output = {31'b0, w_LessThan};
            3'b011 : w_Output = {31'b0, w_LessThanUnsigned};
            default     : w_Output = w_Result[31:0];
        endcase
        w_Zero = ~| w_Output;
    end
    assign o_Zero = w_Zero;
    assign o_LessThan = w_LessThan;
    assign o_LessThanUnsigned = w_LessThanUnsigned;
    assign o_Output = w_Output;
endmodule
==> constraint.sdc <==
current_design alu

set clk_period 26.1
set clk_io_pct 0.2

create_clock -name clk0 -period $clk_period

set non_clock_inputs [all_inputs -no_clocks]
set_input_delay [expr $clk_period * $clk_io_pct] -clock clk0 $non_clock_inputs
set_output_delay [expr $clk_period * $clk_io_pct] -clock clk0 [all_outputs]
==> run.sh <==
#!/bin/bash
# OpenROAD 26Q1-2900-gdf79404cd8, Yosys 0.63+post, stock flow scripts
make -C /OpenROAD-flow-scripts/flow DESIGN_CONFIG=/design/flow/config.mk WORK_HOME=/design/flow/orfs finish
==> config.mk <==
export PLATFORM = sky130hd
export DESIGN_NAME = alu
export DESIGN_NICKNAME = alu
export VERILOG_FILES = /design/flow/design.v
export SDC_FILE = /design/flow/constraint.sdc
export NUM_CORES = 4
export LEC_CHECK = 1
export CORE_UTILIZATION = 50
==> impl_results.html <==
<p>Metrics extracted from the flow reports.</p>
<table>
<tr><th>Metric</th><th>Value</th></tr>
<tr><th colspan="2">Setup path</th></tr>
<tr><td>Critical path class</td><td>primary input to primary output</td></tr>
<tr><td>Critical path required time</td><td>20880 ps</td></tr>
<tr><td>Setup crit start kind</td><td>primary input</td></tr>
<tr><td>Type of element capturing the critical path</td><td>primary output</td></tr>
<tr><td>CP max FO</td><td>47</td></tr>
<tr><td>WP data arrival</td><td>11620 ps</td></tr>
<tr><th colspan="2">Power</th></tr>
<tr><td>Standby leakage power</td><td>0.003950 uW</td></tr>
<tr><td>Power density of the placed cells</td><td>26.89 nW/um2</td></tr>
<tr><td>Peak supply drop</td><td>20.77 uV</td></tr>
<tr><th colspan="2">Yosys</th></tr>
<tr><td>Chip area line of the yosys report</td><td>8790 um2</td></tr>
<tr><td>Number of instances in the synthesized netlist</td><td>1294</td></tr>
<tr><td>Post-synthesis average cell area</td><td>6.793 um2</td></tr>
<tr><td>Yosys Warn Count</td><td>3</td></tr>
<tr><td>Yosys cell count</td><td>1294</td></tr>
<tr><td>Area of the mapped netlist</td><td>8790 um2</td></tr>
<tr><td>Portion of the post-synthesis area used by sequential elements</td><td>0</td></tr>
<tr><td>Synth unique cells</td><td>86</td></tr>
<tr><th colspan="2">Clock tree</th></tr>
<tr><td>Number of setup buffers added after CTS</td><td>0</td></tr>
<tr><td>Number of buffers inserted by hold repair at cts</td><td>0</td></tr>
<tr><td>Total of cells resized after clock tree synthesis</td><td>0</td></tr>
<tr><th colspan="2">Timing</th></tr>
<tr><td>Unrepaired setup endpoints after global routing</td><td>false</td></tr>
<tr><td>Slew Limit Fails</td><td>0</td></tr>
<tr><td>Hold Fails Final Rpt</td><td>0</td></tr>
<tr><td>Fmax achieved</td><td>59.37 MHz</td></tr>
<tr><td>Sum of negative setup slack</td><td>0 ps</td></tr>
<tr><td>Share of the clock period used by the worst path</td><td>0.6453</td></tr>
<tr><td>Finish-stage setup viols</td><td>0</td></tr>
<tr><td>Time the final worst path needs with I/O delays and setup</td><td>16840 ps</td></tr>
<tr><td>Measured slew at the worst slew-check pin</td><td>912.7 ps</td></tr>
<tr><td>Remaining max-slew budget at the tightest pin</td><td>0.3893</td></tr>
<tr><th colspan="2">Die</th></tr>
<tr><td>DIE WIDTH</td><td>134.6 um</td></tr>
<tr><td>Number of cell rows</td><td>48</td></tr>
<tr><td>Number of placed I/O pins</td><td>103</td></tr>
<tr><td>Fp util</td><td>0.5099</td></tr>
<tr><td>Vertical extent of the die</td><td>134.6 um</td></tr>
<tr><td>Die area</td><td>18110 um2</td></tr>
<tr><td>Standard cell core area</td><td>17240 um2</td></tr>
<tr><th colspan="2">Global routing</th></tr>
<tr><td>Global-route usage over all layers</td><td>0.4643</td></tr>
<tr><td>Initial antenna violation count</td><td>0</td></tr>
<tr><td>Pin count of the biggest net entering global routing</td><td>64</td></tr>
<tr><td>Global-route wire length before repair</td><td>62370 um</td></tr>
<tr><td>Vias in the first global route</td><td>9952</td></tr>
<tr><td>Global route total overflow</td><td>0</td></tr>
<tr><th colspan="2">Placement</th></tr>
<tr><td>Port Buffers</td><td>103</td></tr>
<tr><td>Cell area after placement</td><td>9889 um2</td></tr>
<tr><td>HPWL after DPL</td><td>32330 um</td></tr>
<tr><td>Global placement routability congestion</td><td>1.124</td></tr>
<tr><th colspan="2">Detailed routing</th></tr>
<tr><td>WL final</td><td>41420 um</td></tr>
<tr><td>Remaining design rule violation count</td><td>0</td></tr>
<tr><td>N_diodes</td><td>0</td></tr>
<tr><td>Router iterations before antenna repair</td><td>7</td></tr>
<tr><td>Number of nets still failing antenna checks after routing</td><td>0</td></tr>
<tr><td>Wirelength per Cell</td><td>26.62 um</td></tr>
<tr><td>Vias per cell</td><td>7.109</td></tr>
<tr><td>DRC marker count from the first detailed-route iteration</td><td>1334</td></tr>
<tr><td>Via count</td><td>11062</td></tr>
<tr><th colspan="2">Final layout</th></tr>
<tr><td>End-of-flow core utilization</td><td>0.5738</td></tr>
<tr><td>P&amp;R area growth vs syn</td><td>12.51%</td></tr>
<tr><td>Storage cell area</td><td>0 um2</td></tr>
<tr><td>FFs &amp; Latches</td><td>0</td></tr>
<tr><td>Tally of clock buffers in the finished layout</td><td>0</td></tr>
<tr><td>Layout Cell Area excl Fill</td><td>9889 um2</td></tr>
<tr><td>Fraction of layout instances using a drive strength above 1</td><td>0.09091</td></tr>
<tr><th colspan="2">Run</th></tr>
<tr><td>Reported max-cap violation count</td><td>0</td></tr>
<tr><td>Warning total across the stage logs</td><td>68</td></tr>
<tr><th colspan="2">Hold path</th></tr>
<tr><td>Count of cells along the worst hold path</td><td>3</td></tr>
<tr><td>Class of the worst hold path</td><td>primary input to primary output</td></tr>
<tr><td>End of the worst hold path</td><td>o_LessThan</td></tr>
<tr><td>Hold_sp</td><td>i_Source2[31]</td></tr>
<tr><th colspan="2">Run status</th></tr>
<tr><td>Run status</td><td>finished, final reports clean</td></tr>
</table>
==> per-layer routing <==
layer  GRT usage  vias up  routed length [um]
met2      0.6638      847               16940
met5     0.02500        -                   0
met3      0.1134      143                5502
li1            -     4974                   -
met4      0.1879        0                2105
met1      0.6668     5098               16870
==> cell type report <==
class                      count  area, um2
inverter                      80      300.3
fill                        1660       7347
tap                          225      281.5
timing repair buffer         133       1234
multi-input combinational   1118       8074
==> kinds of logic after synthesis <==
logic type / share of synthesized area
simple gates: 0.2097
xor+xnor: 0.04982
compound gates: 0.3586
fa+ha+maj: 0.1455
mux: 0.1543
buf+inv: 0.08214
==> power by group <==
group,switching [uW],total (uW),leakage [uW],internal [uW]
Combinational,161,266,0.00395,105
Clock,0,0,0,0
Sequential,0,0,0,0
Total,161,266,0.00395,105
==> synthesized netlist by cell type (15+ instances only) <==
| library cell | instances | share of area |
|---|---|---|
| a211oi_1 | 28 | 0.024 |
| a21oi_1 | 95 | 0.054 |
| a22oi_1 | 24 | 0.020 |
| buf_1 | 17 | 0.0073 |
| buf_2 | 16 | 0.0091 |
| clkbuf_1 | 55 | 0.023 |
| ha_1 | 99 | 0.14 |
| inv_1 | 77 | 0.033 |
| mux2_2 | 40 | 0.051 |
| mux2i_1 | 50 | 0.057 |
| mux4_2 | 18 | 0.046 |
| nand2_1 | 117 | 0.050 |
| nand3_1 | 32 | 0.018 |
| nor2_1 | 119 | 0.051 |
| nor3_1 | 20 | 0.011 |
| nor4_1 | 17 | 0.012 |
| o211ai_1 | 34 | 0.029 |
| o21ai_0 | 107 | 0.061 |
| o22ai_1 | 25 | 0.018 |
| o31ai_1 | 15 | 0.013 |
| xnor2_1 | 39 | 0.039 |
==> worst max path at each step <==
stage	startpoint	end	depth (start not counted)
4_1_cts	i_Source2[4]	o_Zero	22
5_1_grt	i_Source2[4]	o_Zero	22
6_report	i_Source2[4]	o_Zero	22
==> cells in the final DEF, fill, tap and decap left out, drive strengths merged, types with 7 or more instances in the layout <==
| cell type | instances |
|---|---|
| a21o | 12 |
| a211oi | 28 |
| nor2 | 120 |
| o2bb2ai | 10 |
| nand4 | 11 |
| nor3 | 20 |
| inv | 79 |
| a22oi | 24 |
| ha | 99 |
| xor2 | 11 |
| o31ai | 17 |
| a21oi | 95 |
| mux4 | 18 |
| mux2i | 50 |
| nand3 | 33 |
| clkdlybuf4s50 | 98 |
| buf | 35 |
| o21a | 8 |
| o211ai | 34 |
| a31oi | 12 |
| xnor2 | 39 |
| o211a | 9 |
| o21ai | 109 |
| nand2 | 117 |
| nor4 | 19 |
| and2 | 11 |
| mux2 | 40 |
| nor2b | 13 |
| o22ai | 25 |
| or2 | 7 |
| nand2b | 12 |
| a221oi | 12 |
==> worst max-delay path: stages <==
cell and delay [ps]:
clkdlybuf4s50_1 400, buf_4 300, inv_1 570, nand4_1 390, nor4_2 430, nand3_1 220, or4_1 480, or4_1 470
o31ai_1 270, xnor2_1 160, ha_1 370, a21o_1 230, a221o_1 360, nor4_1 200, o21a_1 160, o31ai_1 60
nand3_1 210, nor2_1 90, nor4_1 230, nand4_1 160, nor2_1 150, clkdlybuf4s50_1 470
==> per-stage QoR <==
step | instances | hold slack, ps | power, uW | setup slack (ps)
5_1_grt | 1556 | 11620 | 282.0 | 8903
2_1_floorplan | 1294 | 10470 | 157.0 | 10760
6_report | 1556 | 11590 | 265.9 | 9257
4_1_cts | 1556 | 11580 | 255.9 | 9420
3_3_place_gp | 1556 | 11580 | 255.5 | 9460
3_5_place_dp | 1556 | 11580 | 254.3 | 9488
Power and IR drop assume default switching activity.
