===== /design/flow/run.sh =====
#!/bin/bash
# OpenROAD 26Q1-2900-gdf79404cd8, Yosys 0.63+post, stock flow scripts
make -C /OpenROAD-flow-scripts/flow DESIGN_CONFIG=/design/flow/config.mk WORK_HOME=/design/flow/orfs finish

===== /design/flow/config.mk =====
export PLATFORM = sky130hd
export DESIGN_NAME = program_counter
export DESIGN_NICKNAME = program_counter
export VERILOG_FILES = /design/flow/design.v
export SDC_FILE = /design/flow/constraint.sdc
export NUM_CORES = 4
export LEC_CHECK = 1
export CORE_UTILIZATION = 30

===== /design/flow/constraint.sdc =====
current_design program_counter

set clk_period 8.3
set clk_io_pct 0.2

create_clock -name clk0 -period $clk_period [get_ports {i_Clock}]

set non_clock_inputs [all_inputs -no_clocks]
set_input_delay [expr $clk_period * $clk_io_pct] -clock clk0 $non_clock_inputs
set_output_delay [expr $clk_period * $clk_io_pct] -clock clk0 [all_outputs]

===== /design/flow/design.v =====
module program_counter(
    input i_Clock,
    input i_Reset,
    input i_Jump,
    input i_Branch,
    input [2:0] i_BranchType,
    input [31:0] i_BranchAddress,
    input i_AluZero,
    input i_AluLessThan,
    input i_AluLessThanUnsigned,
    output [31:0] o_InstructionPointer
);
    logic [31:0] r_InstructionPointer;
    logic w_DoBranch;
    always_comb begin
        w_DoBranch = i_Branch && (
            (i_BranchType == 3'b000 && i_AluZero) ||
            (i_BranchType == 3'b001 && ! i_AluZero) ||
            (i_BranchType == 3'b100 && i_AluLessThan) ||
            (i_BranchType == 3'b101 && ! i_AluLessThan) ||
            (i_BranchType == 3'b110 && i_AluLessThanUnsigned) ||
            (i_BranchType == 3'b111 && ! i_AluLessThanUnsigned)
        );
    end
    always_ff @ (posedge i_Clock) begin
        if (i_Reset) begin
            r_InstructionPointer <= 0;
        end
        else begin
            if (i_Jump || w_DoBranch)
                r_InstructionPointer <= i_BranchAddress;
            else begin
                r_InstructionPointer <= r_InstructionPointer + 4;
            end
        end
    end
    assign o_InstructionPointer = r_InstructionPointer;
endmodule

==> flow_summary.toml <==
# generated from flow reports
[run_status]
status = "finished clean"

[yosys]
ys_top_cells_by_area = "dfxtp_1, a21oi_1, a311oi_1, xnor2_1, a211oi_1"
synth.avg_cell_area_um2 = 8.40
top_cell_area_share = 0.360
yosys.area.top_type = "dfxtp_1"
ys_sh_mux = 0.0176
logic_family = "AND-OR/OR-AND gates"
adder_share = 0.00703
ys_ff = 32
synth-compound-area-share = 0.298
yosysWarningCount = 1
synthesis.area_um2 = 1780
ys_types = 31
yosys_cells = 212
yosys_area_um2 = 1780
ys_seq_frac = 0.360
yosys.area_share.simple = 0.204
xor_share = 0.0639
postSynthCellCount = 212

[cells_and_area]
largest_reg_flops = 32
drive_above_1_share = 0.0745
areaGrowthSynthToFinish_pct = 51.3
largest_register = "r_InstructionPointer"
utilization = 0.480
fill_cells = 564
final_cell_area_um2 = 2690
layout_top_cells = "clkdlybuf4s50_1, a21oi_1, dfxtp_1, a311oi_1"
top_regs = "r_InstructionPointer: 32 flops"
layout_top_cell = "clkdlybuf4s50_1"
fin_cells = 354

[floorplanning]
die_y_um = 79.0
core.rowCount = 27
fp_util = 0.317
pin_count = 74
fp.coreArea_um2 = 5610
chip_area_um2 = 6250
die_x_um = 79.0

[power_and_ir_drop]
p_leak_nw = 0.854
vdd_drop_max_mv = 0.0706
p_per_area_nw_per_um2 = 155
finalPower_uw = 416

[grt]
grt_overflow = 0
grt_pass1_vias = 1842
grt_pass1_wl_um = 8650
grt_max_degree = 33
antenna_found_initial = 0
grtUsageTotal = 0.174

[worst_hold_path]
holdPathEnd = "r_InstructionPointer[1]$_SDFFE_PP0P_"
hold_depth = 2
hold_start = "r_InstructionPointer[1]$_SDFFE_PP0P_"
worstHoldPathType = "reg -> reg"

[detailed_routing]
antenna_cells = 0
first_pass_iters = 4
routed_via_density = 5.35
detail-route-antenna-nets = 0
drt-initial-drc-count = 81
routed_wl_um = 5060
wl_per_cell_um = 14.3
num_vias = 1893
drc = 0

[timing]
rsz0062_at_grt = "false"
skew_ns = 0.00747
fmax_mhz = 295
relSlewSlack = 0.626
fin_crit_sh = 0.408
fin_tns_setup_ns = 0
hold_violations = 0
slew_violations = 0
final.min_clock_period_ns = 3.39
setup_viol = 0
layout_setup_ws_ns = 4.91
fin_hold_ws_ns = 0.472
tightest_slew_ns = 0.560

[placed_design]
dpl-instance-area_um2 = 2590
dp_hpwl_um = 3370
gp_congestion = 0.788
portBuffers = 73
dp_cells = 346
pre_cts_ws_ns = 4.59

[run]
warning_count = 25
drv_cap = 0

[worst_setup_path]
cpPeakStageDelay_ns = 0.49
slowest_stage = "clkdlybuf4s50_1"
critPathKind = "in -> reg"
arrival_ns = 3.53
required_ns = 8.44
worst-path-max-fanout = 28
rr_worst_depth = 4
reg2reg_setup_slack_ns = 5.90
start_kind = "input pin"
crit_path_cell_trace = "clkdlybuf4s50_1 -> mux2i_1 -> mux2_2 -> nor2_2 -> buf_4 -> a311oi_1"
regToRegStartpoint = "r_InstructionPointer[4]$_SDFF_PP0_"
r2r_end = "r_InstructionPointer[21]$_SDFF_PP0_"
end_kind = "flip-flop"

[cts]
ctsHoldBuffers = 0
clk-insertion-delay-late_ns = 0.28
post-cts-setup-buffers = 0
root_buffer = "clkbuf_8"
cts_tree = "yes"
cts_buffers = 5
clock_sinks = 32
clockBufferDepth = 2
path_clk_slew_ns = 0.07
cts_max_level = 2
post_cts_resized = 0
-- routing by layer --
metal / share of wire / up-vias / routed length (um) / GRT usage
met5: 0 / - / 0 / 0
met2: 0.45 / 52 / 2290 / 0.273
li1: - / 976 / - / -
met3: 0.060 / 6 / 301 / 0.0327
met1: 0.48 / 859 / 2410 / 0.257
met4: 0.010 / 0 / 51 / 0.0255
-- critical path, delay by kind of cell --
kind                   cells  cell delay [ns]
AND/OR/NAND/NOR            1             0.11
multiplexers               2             0.81
buffers and inverters      2             0.80
AND-OR/OR-AND              1             0.14
-- cells by family (layout without fill, tap and decap cells) --
kind of cell,after synthesis,in the layout
flops,32,32
compound gates,82,82
xor+xnor,13,13
simple gates,60,60
buf+inv,21,91
mux,3,3
fa+ha+maj,1,1
-- report_power, final --
| part | switching, mW | internal (mW) | leakage, nW |
|---|---|---|---|
| Clock | 0.0578 | 0.0891 | 0.0552 |
| Sequential | 0.0168 | 0.167 | 0.266 |
| Combinational | 0.0299 | 0.0558 | 0.532 |
| Total | 0.104 | 0.312 | 0.854 |
-- area by class of cell --
class	instances	area, um2	area share
Clock inverter	2	35.0	0.0130
Multi-Input combinational cell	159	1070	0.398
Tap cell	72	90.1	0.0334
Inverter	6	22.5	0.00836
Timing Repair Buffer	77	761	0.282
Sequential cell	32	641	0.238
Clock buffer	6	72.6	0.0269
-- worst max path at each step --
stage | from | endpoint | slack (ns) | depth (start not counted)
after CTS | i_BranchType[1] | r_InstructionPointer[19]$_SDFF_PP0_ | 4.89 | 6
final | i_BranchType[1] | r_InstructionPointer[19]$_SDFF_PP0_ | 4.91 | 6
after global routing | i_BranchType[1] | r_InstructionPointer[20]$_SDFF_PP0_ | 4.75 | 6
-- cell usage after synthesis --
| master | count |
|---|---|
| or4_4 | 1 |
| a31oi_1 | 1 |
| a21oi_1 | 32 |
| buf_2 | 2 |
| buf_6 | 1 |
| and4_1 | 2 |
| and3b_1 | 1 |
| or4_1 | 12 |
| ha_1 | 1 |
| a31o_2 | 1 |
| clkbuf_1 | 12 |
| nand2_1 | 10 |
| nor2_1 | 5 |
| nand3_1 | 10 |
| inv_1 | 6 |
| mux2i_1 | 2 |
| o21ai_0 | 10 |
| and3_1 | 2 |
| a311oi_1 | 16 |
| nand4_2 | 2 |
| nor3_1 | 4 |
| o31ai_1 | 10 |
| mux2_2 | 1 |
| nand4_1 | 4 |
| xnor2_1 | 11 |
| or3_1 | 4 |
| dfxtp_1 | 32 |
| xor2_1 | 2 |
| a211oi_1 | 12 |
| nor4_1 | 1 |
| or3_2 | 2 |
Power figures rest on the tool's default switching activity, not on a simulated workload.
