<file path="flow/run.sh">
#!/bin/bash
# OpenROAD 26Q1-2900-gdf79404cd8, Yosys 0.63+post, stock flow scripts
make -C /OpenROAD-flow-scripts/flow DESIGN_CONFIG=/design/flow/config.mk WORK_HOME=/design/flow/orfs finish
</file>
<file path="flow/config.mk">
export PLATFORM = sky130hd
export DESIGN_NAME = register_file
export DESIGN_NICKNAME = register_file
export VERILOG_FILES = /design/flow/design.v
export SDC_FILE = /design/flow/constraint.sdc
export NUM_CORES = 4
export LEC_CHECK = 1
export CORE_UTILIZATION = 30
</file>
<file path="flow/constraint.sdc">
current_design register_file

set clk_period 9.5
set clk_io_pct 0.2

create_clock -name clk0 -period $clk_period [get_ports {i_Clock}]

set non_clock_inputs [all_inputs -no_clocks]
set_input_delay [expr $clk_period * $clk_io_pct] -clock clk0 $non_clock_inputs
set_output_delay [expr $clk_period * $clk_io_pct] -clock clk0 [all_outputs]
</file>
<file path="flow/design.v">
module register_file(
    input i_Clock,
    input i_WriteEnable,
    input [4:0] i_RegDest,
    input [4:0] i_RegSource1,
    input [4:0] i_RegSource2,
    input [31:0] i_DataIn,
    output [31:0] o_DataOut1,
    output [31:0] o_DataOut2
);
    logic [31:0] r_Registers [31:1];
    always_ff @ (posedge i_Clock) begin
        if (i_WriteEnable && i_RegDest != 5'b0) begin
            r_Registers[i_RegDest] <= i_DataIn;
        end
    end
    assign o_DataOut1 = (i_RegSource1 == 5'b0) ? 32'b0 : r_Registers[i_RegSource1];
    assign o_DataOut2 = (i_RegSource2 == 5'b0) ? 32'b0 : r_Registers[i_RegSource2];
endmodule
</file>
==> results.ini <==
[setup_path]
cpMostUsedCell = buf_4
crit_family = buffers and inverters
max_stage_delay_ps = 640
path_max_fanout = 60
path_cells = buf_6 > buf_4 > and2_2 > buf_4 > a21oi_1 > nand3_1 > nand4_1 > clkdlybuf4s50_1
start_kind = input port
critPathSlowestCell = buf_4
crit_path_end_kind = primary output
critPathRequiredTime_ps = 7600
critPathBufInv = 4
critical_path_class = in -> out
cp_data_arrival_time_ps = 5520

[global_route]
grt_max_degree = 86
track_usage_pct = 19.1
gr-total-overflow = 0
grt_pass1_wl_um = 201000
grt_pass1_vias = 28939
antenna_found_initial = 14

[clock_network]
cts_tree = built
cts_resized = 0
clkSinkCount = 992
cts_buffers = 96
clockBufferDepth = 3
root_buffer = clkbuf_16
postCtsHoldBufs = 0
htreeDepth = 3
clk_pin_slew_ps = 60
cts_setup_buffers = 0

[logic_synthesis]
yosysTopAreaCellShare_pct = 64.1
synth.cellmix.compoundShare_pct = 5.17
yosysWarnings = 1
async_flop_share_pct = 0
yosys.area.top_type = edfxtp_1
synthesis.area_um2 = 46500
simple_gate_area_share_pct = 3.85
yosysUniqueCellTypes = 38
synth_cells = 2601
flop_cell = edfxtp_1
topCellsByArea = edfxtp_1 (64%), mux4_2 (16%), mux2i_1 (6.8%), a22oi_1 (1.5%), nor2_1 (0.93%)
top_cell = edfxtp_1
ys_cells = 2601
yosysSeqAreaShare_pct = 64.1
mux_area_share_pct = 24.6
top_logic_kind = multiplexers
edf_count = 992
ys_sh_xor_pct = 0
postSynthAreaPerCell_um2 = 17.9
ys_ff = 992
top_cells_by_count = edfxtp_1 (992), mux4_2 (339), mux2i_1 (316)
synthAdderAreaFrac_pct = 0
ys_area_um2 = 46500

[layout]
largest_reg_flops = 992
fillers = 14230
reg_top3 = r_Registers x992
syn_to_final_growth_pct = 15.5
largest-register = r_Registers
drive_above_1_share_pct = 24.9

[power_and_ir_drop]
comb_power_share_pct = 8.9
p_switching_uw = 2220
ir_worst_vdd_mv = 0.144
p_sw_share_pct = 22.6
power_frac_clock_pct = 41.3
pwr_density_cell_nw_per_um2 = 183
leakagePower_uw = 0.0174
p_int_uw = 7600
sequentialPowerShare_pct = 49.8

[timing]
holdWs_ps = 2010
worst_pin_slew_ps = 958
min_period_ps = 7420
finalSetupViolCount = 0
relSlewSlack_pct = 36.0
period_used_pct = 78.1
final-max-slew-violation-count = 0
fmax_mhz = 135
rsz0062_at_grt = false
setup_tns_ps = 0
finalHoldViolCount = 0

[hold_path]
whs_endpoint = r_Registers[16][6]
holdCritStartpoint = i_DataIn[6]
hold_path_depth = 2
hold_class = in -> reg

[drt]
ant_nets = 0
vias_per_cell = 5.45
drc = 0
first_pass_iters = 5
num_vias = 26450
finalWirelength_um = 140000
routedWlPerCell_um = 28.9
drt_iter0_markers = 1842

[floorplan]
num_io_pins = 113
fp_util_pct = 30.2
rows = 144
core-area_um2 = 154000
die-area_um2 = 157000
die_w_um = 396
die_h_um = 396

[flow_run]
maxCapViolations = 0
warnings = 25

[placement]
dp_hpwl_um = 80700
numPortBuffers = 112
place.gp.congestion = 0.859

[outcome]
status = finished, final reports clean

layout make-up:
cell class                 count  area [µm²]  area share (%)
multi-input combinational   1404       15900            29.6
inverter                       1        3.75         0.00699
antenna                        1        2.50         0.00466
clock buffer                 106        2440            4.54
sequential                   992       29800            55.5
timing repair buffer         231        2120            3.96
clock inverter                74         881            1.64
tap                         2044        2560            4.76
kinds of logic after synthesis:
family,after synthesis
muxes,698
DFF,992
AOI/OAI and AO/OA,332
buffers and inverters,205
and+or+nand+nor,374
power groups by stage:
stage                 sequential [µW]  clock, µW  combinational [µW]
after CTS                        4890       4110                 886
after global routing             4890       4260                 936
final                            4890       4050                 877
worst max-delay path by stage:
| stage | startpoint | endpoint | depth (start not counted) |
|---|---|---|---|
| final | i_RegSource2[2] | o_DataOut2[26] | 8 |
| after global routing | i_RegSource2[2] | o_DataOut2[29] | 8 |
| after CTS | i_RegSource2[2] | o_DataOut2[26] | 8 |
placed cells by master, fill, tap and decap left out, types with 5 or more instances in the layout:
cell / instances
nor2b_1: 31
a211o_1: 31
clkbuf_16: 96
nand4_1: 18
mux2i_1: 316
clkbuf_1: 10
mux4_2: 339
nand2_1: 89
nor2_1: 82
and3_1: 14
a31oi_1: 14
clkinvlp_4: 6
clkinv_2: 20
buf_12: 8
clkinv_1: 20
nor2_4: 32
o21ai_0: 14
a22o_1: 45
buf_4: 113
nand3b_1: 6
nand3_1: 52
a311o_1: 31
mux2_2: 34
o21ai_1: 18
edfxtp_1: 992
bufinv_16: 18
clkdlybuf4s50_1: 104
mux4_1: 9
a21oi_1: 67
inv_6: 5
and2_1: 33
a22oi_1: 92
a211oi_1: 18
per-layer routing:
metal | GRT usage [%] | vias to the layer above | routed length [µm] | share of wire (%)
met4 | 4.41 | 30 | 4140 | 2.9
met3 | 15.2 | 246 | 24400 | 17
met2 | 28.3 | 1721 | 64700 | 46
met1 | 21.6 | 13329 | 46700 | 33
li1 | - | 11124 | - | -
met5 | 0.862 | - | 293 | 0.21
metrics by stage:
step	total power (µW)	setup WS (ps)	area (µm²)	utilization, %	instances
3_3_place_gp	5860	2170	50400	32.7	4672
6_report	9820	2080	53700	34.9	4853
5_1_grt	10100	1930	53700	34.9	4852
3_5_place_dp	5860	2150	50400	32.7	4672
4_1_cts	9880	2130	53700	34.9	4852
2_1_floorplan	5470	4150	46500	-	2601
Power and IR drop assume default switching activity.
